**run.sh**
```bash
#!/bin/bash
# OpenROAD 26Q1-2900-gdf79404cd8, Yosys 0.63+post, stock flow scripts
make -C /OpenROAD-flow-scripts/flow DESIGN_CONFIG=/design/flow/config.mk WORK_HOME=/design/flow/orfs finish
```
**config.mk**
```make
export PLATFORM = sky130hd
export DESIGN_NAME = keccak_round
export DESIGN_NICKNAME = keccak_round
export VERILOG_FILES = /design/flow/design.v
export SDC_FILE = /design/flow/constraint.sdc
export NUM_CORES = 4
export LEC_CHECK = 1
export CORE_AREA = 10 10 642 642
export DIE_AREA = 0 0 652 652
```
**constraint.sdc**
```tcl
current_design keccak_round

set clk_period 3.6
set clk_io_pct 0.2

create_clock -name clk0 -period $clk_period [get_ports {clk}]

set non_clock_inputs [all_inputs -no_clocks]
set_input_delay [expr $clk_period * $clk_io_pct] -clock clk0 $non_clock_inputs
set_output_delay [expr $clk_period * $clk_io_pct] -clock clk0 [all_outputs]
```
**design.v**
```verilog
module keccak_next_round(in, out);
    input [7:0] in;
    output [7:0] out;
    assign out[0] = in[7];
    assign out[1] = in[0]^ in[4]^ in[5]^ in[6];
    assign out[2] = in[1]^ in[5]^ in[6]^ in[7];
    assign out[3] = in[0]^ in[2]^ in[4]^ in[5]^ in[7];
    assign out[4] = in[0]^ in[1]^ in[3]^ in[4];
    assign out[5] = in[1]^ in[2]^ in[4]^ in[5];
    assign out[6] = in[2]^ in[3]^ in[5]^ in[6];
    assign out[7] = in[3]^ in[4]^ in[6]^ in[7];
endmodule
module keccak_key_expand(in, out);
    input [7:0] in;
    output [31:0] out;
    assign out = {in[5], 15'b0, in[4], 7'b0, in[3], 3'b0, in[2], 1'b0, in[1], in[0]};
endmodule
module keccak_theta(in, out);
    input [799:0] in;
    output [799:0] out;
    wire [31:0] parity [4:0];
    genvar i;
    generate
    for (i = 0; i < 5; i = i+1)
    begin : loop1
        assign parity[i] = in[((i)*(32)) +: 32] ^ in[((i+5)*(32)) +: 32] ^ in[((i+10)*(32)) +: 32] ^ in[((i+15)*(32)) +: 32] ^ in[((i+20)*(32)) +: 32];
    end
    endgenerate
    generate
    for (i = 0; i < 25; i = i+1)
    begin : loop2
        wire [31:0] tmp = {parity[(i+1)%5][30:0], parity[(i+1)%5][31]};
        assign out[((i)*(32)) +: 32] = in[((i)*(32)) +: 32] ^ parity[(i+4)%5] ^ tmp;
    end
    endgenerate
endmodule
module keccak_rho(in, out);
    input [799:0] in;
    output [799:0] out;
    assign out = {
        in[785:768],in[799:786],
        in[743:736],in[767:744],
        in[706:704],in[735:707],
        in[701:672],in[703:702],
        in[653:640],in[671:654],
        in[631:608],in[639:632],
        in[586:576],in[607:587],
        in[560:544],in[575:561],
        in[530:512],in[543:531],
        in[502:480],in[511:503],
        in[472:448],in[479:473],
        in[422:416],in[447:423],
        in[404:384],in[415:405],
        in[373:352],in[383:374],
        in[348:320],in[351:349],
        in[299:288],in[319:300],
        in[264:256],in[287:265],
        in[249:224],in[255:250],
        in[211:192],in[223:212],
        in[187:160],in[191:188],
        in[132:128],in[159:133],
        in[99:96],in[127:100],
        in[65:64],in[95:66],
        in[62:32],in[63:63],
        in[31:0]
    };
endmodule
module keccak_pi(in, out);
    input [799:0] in;
    output [799:0] out;
    genvar x;
    genvar y;
    generate
    for (x = 0; x < 5; x = x+1)
    begin : outer
        for (y = 0; y < 5; y = y+1)
        begin : loop
            assign out[(((((0*x+1*y)%5)+5*((2*x+3*y)%5)))*(32)) +: 32] = in[(((((x)%5)+5*((y)%5)))*(32)) +: 32];
        end
    end
    endgenerate
endmodule
module keccak_chi(in, out);
    input [799:0] in;
    output [799:0] out;
    genvar i;
    generate
    for (i = 0; i < 25; i = i+1)
    begin : loop
        localparam i1 = i-(i%5)+((i+1)%5);
        localparam i2 = i-(i%5)+((i+2)%5);
        assign out[((i)*(32)) +: 32] = in[((i)*(32)) +: 32] ^ ((~in[((i1)*(32)) +: 32]) & in[((i2)*(32)) +: 32]);
    end
    endgenerate
endmodule
module keccak_iota(in, roundkey, out);
    input [799:0] in;
    input [7:0] roundkey;
    output [799:0] out;
    wire [31:0] expanded;
    keccak_key_expand re(roundkey, expanded);
    assign out = {in[799:32], in[31:0] ^ expanded};
endmodule    
module keccak_buffer(clk, statein, keyin, stateout, keyout);
    input clk;
    input [799:0] statein;
    input [7:0] keyin;
    output reg [799:0] stateout;
    output reg [7:0] keyout;
    always @(posedge clk)
    begin
        stateout <= statein;
        keyout <= keyin;
    end
endmodule
module keccak_round(clk, in, out);
    input clk;
    input [807:0] in;
    output [807:0] out;
    wire [799:0] midstate [6:0];
    wire [7:0] roundkey [2:0];
    reg [799:0] statebuf;
    reg [7:0] keybuf;
    assign midstate[0] = in[799:0];
    assign roundkey[0] = in[807:800];
    keccak_theta  theta (midstate[0], midstate[1]);
    keccak_buffer buffer(clk, midstate[1], roundkey[0], midstate[2], roundkey[1]);
    keccak_rho    rho   (midstate[2], midstate[3]);
    keccak_pi     pi    (midstate[3], midstate[4]);
    keccak_chi    chi   (midstate[4], midstate[5]);
    keccak_iota   iota  (midstate[5], roundkey[1], midstate[6]);
    keccak_next_round next(roundkey[1], roundkey[2]);
    assign out = {roundkey[2], midstate[6]};
endmodule
module keccak_padding(in, out);
    parameter WIDTH = 0;
    input [WIDTH-1:0] in;
    output [807:0] out;
    assign out = {8'h35, {799-WIDTH{1'b0}}, 1'b1, in};
endmodule
module keccak_hasher(clk, in, read, out, write);
    parameter WIDTH = 0;  
    parameter THROUGHPUT = 0;  
    localparam ROUNDS = 12;
    localparam UNROLLING = (ROUNDS-1) / THROUGHPUT + 1;
    localparam EXTRA_DELAY = 
        (THROUGHPUT == 3) ? 2 :
        (THROUGHPUT == 10) ? 3 :
        (THROUGHPUT < 12) ? 1 :
        ((THROUGHPUT % 6) == 0) ? 3 :
        ((THROUGHPUT % 6) == 3) ? 2 : 1;
    localparam LATENCY = 2*ROUNDS + ((ROUNDS-1) / UNROLLING) * EXTRA_DELAY + 1;
    input clk;
    input [WIDTH-1:0] in;
    input read;
    output reg [255:0] out;
    output write;
    reg [807:0] state[UNROLLING+EXTRA_DELAY-1:0];
    wire [807:0] next[UNROLLING+EXTRA_DELAY-1:0];
    wire [807:0] padded;
    keccak_padding #(WIDTH) padder(in, padded);
    genvar i;
    generate
    for (i = 0; i < UNROLLING; i = i+1)
    begin : loop1
        keccak_round round(clk, state[i], next[i]);
    end
    endgenerate
    generate
    for (i = 0; i < EXTRA_DELAY; i = i+1)
    begin : loop2
        assign next[i+UNROLLING] = state[i+UNROLLING];
    end
    endgenerate
    generate
    for (i = 1; i < UNROLLING+EXTRA_DELAY; i = i+1)
    begin : loop3
        always @(posedge clk)
            state[i] <= next[i-1];
    end
    endgenerate
    reg [LATENCY-1:0] progress;
    initial progress = {LATENCY{1'h0}};
    assign write = progress[LATENCY-1];
    generate
    for (i = 1; i < LATENCY; i = i+1)
    begin : loop4
        always @(posedge clk)
            progress[i] <= progress[i-1];
    end
    endgenerate
    always @(posedge clk)
    begin
        if (THROUGHPUT == 1 || read)
            state[0] <= padded;
        else
            state[0] <= next[UNROLLING+EXTRA_DELAY-1];
        progress[0] <= read;
        out <= next[(ROUNDS-1) % UNROLLING][255:0];
    end
endmodule
```
==> run summary <==
Min-delay worst type: input port to register
Core Area: 398600 sq um
Mux share: 0%
Vias in the first global route: 40258
Largest net degree at the start of global routing: 12
Die area: 425100 sq um
Clock power frac: 14.3%
# hold bufs at CTS: 0
Worst-margin pin slew: 1008 ps
DRC: 0
Worst path arrival time: 2770 ps
Minimum clock period: 3490 ps
Status: complete, no violations
Worst Hold Slack: 348.2 ps
Static Leak: 37.94 nW
Total internal power: 56.36 mW
Grt ovf: 0
CP Data Required Time: 2880 ps
Area Growth Syn to Fin: 54.34%
Placer congestion estimate: 0.9578
Clock Tree Buf Depth: 4
Critical path type: register to output pin
Util after Layout: 21.82%
Yosys aoi share: 0%
Most frequent logic cells in the routed design: clkdlybuf4s50_1 (1603), xnor2_1 (815), nand2b_1 (794)
Post-synthesis area per instance: 15.18 sq um
Max-cap viol count: 0
Share of cells above drive strength 1: 12.75%
Fin crit share: 96.94%
CTS tree: yes
Clock-pin slew on the worst setup and hold paths: 50 ps
Antenna-violating nets left: 0
Register share after synthesis: 28.71%
Row cnt: 232
Combinational share of power: 60.4%
Flops out of synthesis: 808
Final Max Tran Viols: 0
Fa+ha+maj area frac: 0%
Worst IR Drop VDD: 588.1 uV
Cell Pwr Density: 1187 nW/um^2
CP startpoint kind: register
Fmax: 0.2865 GHz
Sequential share of power: 25.2%
Synth logic family: XOR/XNOR gates
Slew Limit Headroom: 32.72%
Synth warn: 3
Die Y: 652 um
Final Hold Fails: 0
And+or+nand+nor area frac: 8.884%
Init Core Util: 14.14%
Post-synthesis cell count: 3712
Critical Path End Type: output pin
Clock sink count: 808
Most frequent logic cell in the layout: clkdlybuf4s50_1
All-Layer GR Usage: 24.11%
H-tree levels: 4
TritonRoute pass-1 iters: 5
RSZ-0062 raised after global routing: false
Postcts setup bufs: 0
Switching Fraction: 45.42%
Root Buffer: clkbuf_16
Yosys stat chip area: 56340 sq um
TritonCTS Buffers: 137
Synth Area in XOR/XNOR: 62.38%
Critical-path maximum fanout: 3
Final wirelength: 513.1 mm
Initial antenna violation count: 179
I/O pin count: 1617
Net switching power: 46.89 mW
Unique masters post-synth: 12
Port bufs: 1616
Iter 0 DRT Violations: 2053
Final setup vio count: 0
Vias/cell: 3.386
Post-DP HPWL: 463.3 mm
Routed vias: 37884
First-pass GRT wire length: 602.5 mm
OpenROAD warning count: 25
Routed length per instance: 45.85 um
Mapped Area: 56340 sq um
Die X: 652 um
FILL cells: 41996
Ys cells: 3712
==> flip-flops by register name, summed over array words and instances, names as in the netlist <==
signal	count
buffer.stateout	800
buffer.keyout	8
==> power by group through the flow <==
stage | Combinational [mW] | Sequential (mW) | Clock, mW
CTS | 64.1 | 26.6 | 15.3
global route | 65.8 | 26.7 | 15.5
finish | 62.4 | 26.0 | 14.8
==> cell type report <==
class | count | area [sq um] | area share (%)
Multi-Input combinational cell | 2902 | 40170 | 46.20
Timing Repair Buffer | 1901 | 19070 | 21.93
Sequential cell | 808 | 16200 | 18.63
Tap cell | 5265 | 6588 | 7.576
Clock buffer | 201 | 4098 | 4.713
Clock inverter | 40 | 644.4 | 0.7410
Antenna cell | 73 | 182.7 | 0.2101
==> synth_stat cells, drive strengths merged <==
cell    instances  area share, %
nor2b           6          0.067
xor3          480             20
buf             1          0.013
nand2b        794            8.8
clkbuf          1         0.0067
xor2          132            2.1
dfxtp         808             29
xnor2        1010             21
xnor3         480             19
==> metrics by stage <==
stage,instances,setup slack (ps),cell area [sq um],setup TNS [ps],power (mW)
finish,11190,110.1,86950,0,103.3
global route,11144,35.99,86840,0,107.9
CTS,11117,7.929,86770,0,106.0
detailed placement,10876,-63.96,81990,-80.89,90.12
global placement,10876,-83.85,81990,-119.8,90.83
floorplan,3712,1554,56340,0,37.75
==> per-layer routing <==
layer | track usage (%) | wire length (um) | up-vias
met4 | 6.989 | 19000 | 94
met1 | 27.27 | 185400 | 18956
li1 | - | - | 16459
met5 | 0.07759 | 621 | -
met2 | 40.67 | 252500 | 1856
met3 | 11.37 | 55490 | 519
==> critical path, cell delays in order, from the launching register on <==
cell	delay [ps]
dfxtp_1	390
nand2b_1	90
xnor2_1	520
clkdlybuf4s50_1	910
==> logic make-up (layout without fill, tap and decap cells) <==
logic type / Yosys count / in the layout
and+or+nand+nor: 800 / 800
DFF: 808 / 808
other: 0 / 73
buffers and inverters: 2 / 2142
xor gates and xnor gates: 2102 / 2102
==> worst paths after layout <==
check | start | endpoint | slack, ps | cells past startpoint
setup / recovery | buffer.stateout[590]$_DFF_P_ | out[35] | 110 | 3
hold / removal | in[801] | buffer.keyout[1]$_DFF_P_ | 350 | 1
==> repair_timing <==
action | CTS | global route
endpoints found under the hold margin | 0 | 0
resized | 29 | 1
endpoints found under the setup margin | 42 | 1
gates cloned | 0 | 0
Power is estimated from default activity; no workload was simulated.
